`./run.sh`:
```
#!/bin/bash
# OpenROAD 26Q1-2900-gdf79404cd8, Yosys 0.63+post, stock flow scripts
make -C /OpenROAD-flow-scripts/flow DESIGN_CONFIG=/design/flow/config.mk WORK_HOME=/design/flow/orfs finish
```
`./config.mk`:
```
export PLATFORM = sky130hd
export DESIGN_NAME = postBuffer
export DESIGN_NICKNAME = postBuffer
export VERILOG_FILES = /design/flow/design.v
export SDC_FILE = /design/flow/constraint.sdc
export NUM_CORES = 4
export LEC_CHECK = 1
export CORE_UTILIZATION = 50
```
`./constraint.sdc`:
```
current_design postBuffer

set clk_period 9.8
set clk_io_pct 0.2

create_clock -name clk0 -period $clk_period [get_ports {clk}]

set non_clock_inputs [all_inputs -no_clocks]
set_input_delay [expr $clk_period * $clk_io_pct] -clock clk0 $non_clock_inputs
set_output_delay [expr $clk_period * $clk_io_pct] -clock clk0 [all_outputs]
```
`./design.v`:
```
`timescale 1ns/1ps
module postBuffer (
	input 					clk				,
	input 					rst_n			,
	input 					i_valid			,
	input 					i_spike			,
	input 					i_cnt_clr		,
	input 					i_s_init		,
	input 		[4:0] 		i_neuron_idx	,
	output 		[17:0] 		o_spike_buffer	,
	output 		[287:0] 	o_y1_trace		,
	output 		[287:0] 	o_y2_trace_buf	,
	output 		[4:0] 		o_inhbt			,
	output 		[125:0] 	o_post_cnt		,
	output 					o_valid
);
reg 	[17:0] 		spike_buf						;
reg 	[15:0] 		y1_trace			[17:0]		;
reg 	[15:0] 		y2_trace			[17:0]		;
reg 	[15:0] 		y2_trace_buf		[17:0]		;
reg 	[4:0] 		neuron_idx_buf					;
reg 	[4:0] 		ltrl_inhbt						;
reg 	[6:0] 		post_cnt			[17:0]		;
reg 				valid_buf						;
reg 				valid							;
reg 				s_init_d						;
wire 	[4:0] 		neuron_idx = i_neuron_idx		;
always @(posedge clk or negedge rst_n) begin
	if(!rst_n) begin
		valid_buf <= 1'b0;
		valid <= 1'b0;
		s_init_d <= 1'b0;
		neuron_idx_buf <= 5'd0;
	end else begin
		valid_buf <= i_valid;
		valid <= i_valid && (neuron_idx == 5'd17);
		s_init_d <= i_s_init;
		neuron_idx_buf <= neuron_idx;
	end
end
always @(posedge clk or negedge rst_n) begin
	if(!rst_n) begin
		spike_buf <= 18'd0;
	end else if(i_valid) begin
		spike_buf <= {i_spike, spike_buf[17:1]};
	end else begin
		spike_buf <= spike_buf;
	end
end
always @(posedge clk or negedge rst_n) begin
	if(!rst_n) begin
		ltrl_inhbt <= 5'd0;
	end else begin
		if(i_valid) begin
			if(neuron_idx == 5'd0) begin
				ltrl_inhbt <= i_spike ? 5'd1 : 5'd0;
			end else begin
				ltrl_inhbt <= i_spike ? ltrl_inhbt + 5'd1 : ltrl_inhbt;
			end
		end else begin
			ltrl_inhbt <= ltrl_inhbt;
		end
	end
end
assign o_inhbt = ltrl_inhbt;
(* DONT_TOUCH = "TRUE" *) wire [15:0] sub2_1_out;
(* DONT_TOUCH = "TRUE" *) wire [15:0] sub2_2_out;
reg [31:0] sub2_1_in;
reg [31:0] sub2_2_in;
always @(posedge clk or negedge rst_n) begin
	if(!rst_n) begin
		sub2_1_in <= 32'd0;
		sub2_2_in <= 32'd0;
	end else begin
		if(i_valid) begin
			if(i_spike) begin
				sub2_1_in[31:16] <= 16'hffff;
				sub2_1_in[15:0] <= 16'd0;
				sub2_2_in[31:16] <= 16'hffff;
				sub2_2_in[15:0] <= 16'd0;
			end else begin
				sub2_1_in[31:16] <= y1_trace[neuron_idx];
				sub2_1_in[15:0] <= {4'd0, y1_trace[neuron_idx][15:4]};
				sub2_2_in[31:16] <= y2_trace[neuron_idx];
				sub2_2_in[15:0] <= {5'd0, y2_trace[neuron_idx][15:5]};
			end
		end else begin
			sub2_1_in <= 32'd0;
			sub2_2_in <= 32'd0;
		end
	end
end
assign sub2_1_out = sub2_1_in[31:16] - sub2_1_in[15:0];
assign sub2_2_out = sub2_2_in[31:16] - sub2_2_in[15:0];
always @(posedge clk) begin
	if(s_init_d) begin
		y1_trace[neuron_idx_buf] <= 16'd0;
		y2_trace[neuron_idx_buf] <= 16'd0;
		y2_trace_buf[neuron_idx_buf] <= 16'd0;
	end else if(valid_buf) begin
		y1_trace[neuron_idx_buf] <= sub2_1_out;
		y2_trace[neuron_idx_buf] <= sub2_2_out;
		y2_trace_buf[neuron_idx_buf] <= y2_trace[neuron_idx_buf];
	end
end
genvar nrn_idx;
generate
	for(nrn_idx=0; nrn_idx<18; nrn_idx=nrn_idx+1) begin : gen_cnt
		assign o_y1_trace[nrn_idx*16 +: 16] = y1_trace[nrn_idx];
		assign o_y2_trace_buf[nrn_idx*16 +: 16] = y2_trace_buf[nrn_idx];	
		assign o_post_cnt[nrn_idx*7 +: 7] = post_cnt[nrn_idx];
		always @(posedge clk or negedge rst_n) begin
			if(!rst_n) begin
				post_cnt[nrn_idx] <= 7'd0;
			end else begin
				if(i_cnt_clr) begin
					post_cnt[nrn_idx] <= 7'd0;
				end else if(i_valid) begin
					case(neuron_idx) 
						nrn_idx:
							post_cnt[nrn_idx] <= post_cnt[nrn_idx] + (i_spike ? 7'd1 : 7'd0);
					endcase
				end else begin
					post_cnt[nrn_idx] <= post_cnt[nrn_idx];
				end
			end
		end
	end
endgenerate
assign o_spike_buffer = spike_buf;
assign o_valid = valid;
endmodule
```
==> design notes <==
The flow ran to the end, and the final reports show no timing, DRC or antenna violations. The number of fillers in the final layout is 7,029. The tools report the via count of the first global-routing pass as 33,500. After detailed routing, the total wire length is 163,000 um. The run gives 2 for the total number of yosys warnings. The number of warnings reported in the stage logs is 28. The run gives 1,088 for the number of synthesized flops with an enable pin.

The share of the yosys chip area belonging to registers is 0.728. With the yosys stat chip area at 0.0522 mm^2, the worst-case clock buffer depth is 3. The number of setup buffers added after CTS is 0. The run gives 0.298 for the tightest slew margin relative to the limit. The most used flip-flop cell after synthesis is sky130_fd_sc_hd__edfxtp_1. The cell count after synthesis was 2,866; the overall via count from detail_route was 31,100. The share of the cycle needed by the critical path after routing works out to 0.478. With the final-report hold violation count at 0, the detailed router's first-iteration violation count is 1,737. The run gives 214 MHz as the achievable frequency.

Worst hold slack after final layout: 0.507 ns. Per the power-grid run, VDD falls by no more than 141 uV. CTS added clock buffers totalling 137.

Post-synth design cell area: 0.0522 mm^2. Summed over all layers, the global routing overflow is 0. With the maximum number of pins on one net before global-route repair at 82, the met3 layer usage reported by global route is 0.262.

The script extracted a total leakage power of 23.4 nW. For the number of failing setup endpoints in the final timing report, the log shows 0. Worst hold path depth: 1. The global-route wire length before repair is 235,000 um, and the total clock sinks is 1,300.

The count of nets left with antenna violations once routing finished came out at 0. The number of levels in the clock H-tree was 4; the area enclosed by the die boundary was 0.106 mm^2. The required time at the worst endpoint is listed as 10.38 ns. The tools report the number of violations of the max-capacitance limit as 0.

In the Yosys report the total cell count is 2,866. The run gives 5.95 for the mean number of vias per cell. Looking at the max-slew report, the worst-margin pin has a slew of 1.05 ns.

The minimum period implied by the final worst setup slack is 4.68 ns, and the tally of unique sky130hd cells used after synthesis is 67. The logs give 118 for the floorplan row count and 5.27 ns for the arrival time of data at the critical path endpoint. The share of post-route cells with drive strength above 1 is 0.181, and the half-perimeter wire length after placement is 106,000 um. With the average cell area after synthesis at 18.2 um^2, the global-route track usage on met2 is 0.481. The first TritonRoute pass finished after 7 iterations. The effective utilization at floorplan is 0.504. The clock reaches the later pin of the worst-skew pair after 0.76 ns. The total track usage was 0.349.

Area of the core: 0.103 mm^2. With the met1 routing resource usage after global routing at 0.481, the power density of the placed cells is 184 mW/mm^2. The type of the most critical hold path is reg -> reg. The busiest layer in global routing is met1. The finished cells cover 0.0662 mm^2. According to the floorplan report, the die height is 325 um.

Count of state elements after synthesis: 1,300. In the routed design, unresolved DRC markers number 0. Antenna repair during routing inserted a diode count of 0. Clock skew on the completed layout was measured at 0.0334 ns.

Most frequent cell on the critical path: sky130_fd_sc_hd__buf_4. The most frequently placed logic cell in the final layout is sky130_fd_sc_hd__edfxtp_1. TritonCTS built the clock tree. Worst stage delay on the critical path: 0.67 ns. The library cells used most frequently in the layout, excluding fill and tap cells, are sky130_fd_sc_hd__edfxtp_1 (1,088), sky130_fd_sc_hd__clkdlybuf4s50_1 (728), sky130_fd_sc_hd__mux4_2 (236). The script logs the mean routed wire length per placed instance as 31.1 um. The worst setup path is captured at a flip-flop.

Measured in cells, the most critical reg-to-reg path has a length of 4. The number of gates resized after CTS was 0. Per the CTS log, the root buffer master is sky130_fd_sc_hd__clkbuf_16.

The setup path with the least slack is of type in -> reg. The run gives 0.163 for the proportion of synthesized flip-flops having asynchronous set or reset. Setup repair after global routing left no endpoint under its margin. STA classifies the critical path startpoint as a primary input. The final number of max-transition violations was 0. Traced cell by cell, the critical path runs through buf_8 -> buf_4 -> buf_4 -> mux4_2 -> a22o_1 -> a211oi_1 -> a31o_2 -> a21boi_0. Layout overhead on the synthesized area: 26.9%. In this run the tool buffered the top-level ports with 736 buffer cells. On the worst setup and hold paths after CTS, the clock-pin slew comes to 0.06 ns. The run gives 737 as the number of top-level design ports. In this run the cell area measured after placement is 0.0618 mm^2. Buffers inserted to repair hold after CTS numbered 0. The congestion estimate from routability-driven global placement came to 0.945. From left edge to right edge, the die measures 325 um. Setup TNS: 0 ns. Cell with the largest stage delay on the worst path: sky130_fd_sc_hd__buf_4.

The initial antenna violation count is 1, and the worst-path maximum fanout is 51.
-- worst max-delay path: cells and delay by family --
family	cells	cell delay, ns
compound gates	4	0.90
buf+inv	3	1.72
mux	1	0.58
-- layer usage --
metal,vias up,routed length (um)
li1,13100,-
met1,15500,54400
met2,2210,74600
met3,264,29100
met4,13,4230
met5,-,269
-- power breakdown --
part           internal (W)  switching (W)
Sequential          0.00615      0.0000725
Combinational      0.000369       0.000502
Clock               0.00295        0.00212
Total               0.00947        0.00269
-- final timing paths --
check	start	end	slack, ns
worst max-delay path	i_neuron_idx[0]	sub2_1_in[27]	5.12
worst min-delay path	spike_buf[0]	spike_buf[0]	0.51
worst max register to register	neuron_idx_buf[0]	y2_trace[12][4]	6.34
worst min register to register	spike_buf[0]	spike_buf[0]	0.51
max in group asynchronous	rst_n	post_cnt[0][0]	6.68
min in group asynchronous	rst_n	post_cnt[13][3]	1.23
-- registers in the layout (all words and copies together), names as in the netlist --
| register | count |
|---|---|
| sub2_1_in | 28 |
| y2_trace_buf | 288 |
| s_init_d | 1 |
| valid | 1 |
| sub2_2_in | 27 |
| y1_trace | 512 |
| spike_buf | 18 |
| neuron_idx_buf | 5 |
| ltrl_inhbt | 5 |
| y2_trace | 288 |
| valid_buf | 1 |
| post_cnt | 126 |
-- kinds of logic (layout without fill, tap and decap cells) --
group,after synthesis,in the layout,share of synthesized area
adder cells (fa/ha/maj),64,64,0.0156
AND/OR/NAND/NOR,542,542,0.0509
multiplexers,438,438,0.142
AND-OR/OR-AND,265,265,0.0331
XOR/XNOR,87,87,0.0146
buffers and inverters,170,1148,0.0155
flip-flops,1300,1300,0.728
-- area by class of cell --
cell class / instances / area [um^2] / area share
Sequential cell: 1300 / 38000 / 0.574
Multi-Input combinational cell: 1396 / 13600 / 0.206
Clock buffer: 195 / 3790 / 0.0573
Timing Repair Buffer: 865 / 8330 / 0.126
Inverter: 34 / 128 / 0.00193
Clock inverter: 54 / 607 / 0.00917
Tap cell: 1380 / 1730 / 0.0261
-- Yosys cell counts, types with 53 or more instances --
| cell | count | area [um^2] |
|---|---|---|
| sky130_fd_sc_hd__edfxtp_1 | 1088 | 32700 |
| sky130_fd_sc_hd__nor2_1 | 250 | 938 |
| sky130_fd_sc_hd__mux4_2 | 236 | 5320 |
| sky130_fd_sc_hd__dfrtp_1 | 212 | 5310 |
| sky130_fd_sc_hd__mux2i_1 | 142 | 1420 |
| sky130_fd_sc_hd__nand2_1 | 116 | 435 |
| sky130_fd_sc_hd__xor2_1 | 73 | 639 |
| sky130_fd_sc_hd__a21oi_1 | 67 | 335 |
| sky130_fd_sc_hd__clkbuf_1 | 63 | 236 |
| sky130_fd_sc_hd__ha_1 | 62 | 776 |
| sky130_fd_sc_hd__mux2_2 | 60 | 676 |
| sky130_fd_sc_hd__o21ai_0 | 53 | 265 |
-- metrics by stage --
stage	power, W	cells	setup WS [ns]	utilization
4_1_cts	0.0123	5224	5.05	0.639
2_1_floorplan	0.00679	2866	4.49	-
3_3_place_gp	0.00719	4975	4.27	0.597
6_report	0.0122	5224	5.12	0.639
5_1_grt	0.0125	5224	4.76	0.639
3_5_place_dp	0.00720	4975	4.27	0.597
Power is estimated from default activity; no workload was simulated.
