**/design/flow/run.sh**
```bash
#!/bin/bash
# OpenROAD 26Q1-2900-gdf79404cd8, Yosys 0.63+post, stock flow scripts
make -C /OpenROAD-flow-scripts/flow DESIGN_CONFIG=/design/flow/config.mk WORK_HOME=/design/flow/orfs finish
```
**/design/flow/config.mk**
```make
export PLATFORM = sky130hd
export DESIGN_NAME = updateNeuron
export DESIGN_NICKNAME = updateNeuron
export VERILOG_FILES = /design/flow/design.v
export SDC_FILE = /design/flow/constraint.sdc
export NUM_CORES = 4
export LEC_CHECK = 1
export CORE_UTILIZATION = 30
```
**/design/flow/constraint.sdc**
```tcl
current_design updateNeuron

set clk_period 12.2
set clk_io_pct 0.2

create_clock -name clk0 -period $clk_period [get_ports {clk}]

set non_clock_inputs [all_inputs -no_clocks]
set_input_delay [expr $clk_period * $clk_io_pct] -clock clk0 $non_clock_inputs
set_output_delay [expr $clk_period * $clk_io_pct] -clock clk0 [all_outputs]
```
**/design/flow/design.v**
```verilog
`timescale 1ns/1ps
module updateNeuron
(
	input						clk				,
	input						rst_n			,
	input						i_run			,
	input						i_init			,
	input						i_s_lern		,
	input						i_s_infr		,
	input signed 	[24:0]  	exc_current		,
	input signed 	[24:0]  	inh_current		,
	output 						o_s_init		,
	output						o_spike			,
	output						o_valid			,
	output			[4:0]		o_neuron_idx	,
	output			[49:0]		d_c				,
	output			[4:0]		addr_c			,
	output						ce_c			,
	output						we_c			,
	input			[49:0]		q_c				,
	output			[54:0]		d_m				,
	output			[4:0]		addr_m			,
	output						ce_m			,
	output						we_m			,
	input			[54:0]		q_m
);
wire 					s_idle					;
wire 					s_init					;
wire 					s_read					;
wire 					s_calc					;
wire 					s_wrte					;
wire 					s_done					;
reg 			[3:0] 	fsm						;
reg 			[2:0] 	c_state					;
reg 			[2:0] 	n_state					;
reg 			[4:0] 	neuron_idx				;
reg signed 		[24:0] 	exc_cur_buf				;
reg signed 		[24:0] 	inh_cur_buf				;
wire signed 	[24:0] 	c_ge					;
wire signed 	[24:0] 	c_gi					;
wire signed 	[24:0] 	c_vm					;
wire signed 	[24:0] 	c_vt					;
wire 					c_ref_check				;
wire 			[3:0] 	c_ref_count				;
wire signed 	[24:0] 	e_rest = 25'd5242880	;		 
wire signed 	[24:0] 	e_exc = 25'd6881280		;		 
wire signed 	[24:0] 	e_inh = 25'd3604480		;		 
wire signed 	[24:0] 	thresh_add  = 25'd11240	;	 
wire signed 	[24:0] 	inh_max = 25'd655360	;		 
reg signed 		[24:0] 	mult_1_in_1				;
reg signed 		[17:0] 	mult_1_in_2				;
reg signed 		[24:0] 	mult_2_in_1				;
reg signed 		[17:0] 	mult_2_in_2				;
reg signed 		[24:0] 	add_max					;	
reg signed 		[42:0] 	mult_1_out				;
reg signed 		[42:0] 	mult_2_out				;
reg signed 		[24:0] 	n_ge					;
reg signed 		[24:0] 	n_gi					;
reg signed 		[24:0] 	n_vm					;
reg signed 		[24:0] 	n_vt					;
reg 					n_ref_check				;
reg 			[3:0] 	n_ref_count				;
reg 					fire					;
localparam S_IDLE = 3'b000;
localparam S_READ = 3'b001;
localparam S_CALC = 3'b010;
localparam S_WRTE = 3'b011;
localparam S_INIT = 3'b111;
localparam S_DONE = 3'b100;
always @(posedge clk or negedge rst_n) begin
	if(!rst_n) begin
		exc_cur_buf <= 25'd0;
		inh_cur_buf <= 25'd0;
	end else if(i_run) begin
		exc_cur_buf <= exc_current;
		inh_cur_buf <= inh_current;
	end
end
always @(*) begin
	n_state = c_state;
	case(c_state)
		S_IDLE: begin
			if(i_run)
				n_state = S_READ;
			if(i_init)
				n_state = S_INIT;
		end 
		S_INIT:
			if(neuron_idx == 5'd17) 
				n_state = S_IDLE;
		S_READ:
			n_state = S_CALC;
		S_CALC:
			if(fsm == 4'd9)
				n_state = S_WRTE;
		S_WRTE:
			n_state = S_DONE;
		S_DONE:
			n_state = S_IDLE;
	endcase
end
always @(posedge clk or negedge rst_n) begin
	if(!rst_n) begin
		c_state <= S_IDLE;
	end else begin
		c_state <= n_state;
	end
end
assign s_idle = (c_state == S_IDLE);
assign s_init = (c_state == S_INIT);
assign s_read = (c_state == S_READ);
assign s_calc = (c_state == S_CALC);
assign s_wrte = (c_state == S_WRTE);
assign s_done = (c_state == S_DONE);
always @(posedge clk or negedge rst_n) begin
	if(!rst_n) begin
		fsm <= 4'd0;
	end else begin
		if(s_calc) begin
			fsm <= fsm + 4'd1;
		end else begin
			fsm <= 4'd0;
		end
	end
end
always @(posedge clk or negedge rst_n) begin
	if(!rst_n) begin
		neuron_idx <= 5'd0;
	end else begin
		if(s_done || s_init) begin
			if(neuron_idx == 5'd17) begin
				neuron_idx <= 5'd0;
			end else begin
				neuron_idx <= neuron_idx + 5'd1;
			end
		end else begin
			neuron_idx <= neuron_idx;
		end
	end
end
reg signed [24:0] add2_1_in_1;
reg signed [24:0] add2_1_in_2;
reg signed [24:0] add2_2_in_1;
reg signed [24:0] add2_2_in_2;
reg signed [24:0] add3_1_in_1;
reg signed [24:0] add3_1_in_2;
reg signed [24:0] add3_1_in_3;
reg signed [24:0] add3_2_in_1;
reg signed [24:0] add3_2_in_2;
reg signed [24:0] add3_2_in_3;
(* dont_touch = "true" *) wire signed [24:0] add2_1_out;
(* dont_touch = "true" *) wire signed [24:0] add2_2_out;
(* dont_touch = "true" *) wire signed [24:0] add3_1_out;
(* dont_touch = "true" *) wire signed [24:0] add3_2_out;
always @(posedge clk or negedge rst_n) begin
	if(!rst_n) begin
		add2_1_in_1 <= 25'd0;
		add2_1_in_2 <= 25'd0;
		add2_2_in_1 <= 25'd0;
		add2_2_in_2 <= 25'd0;
		add3_1_in_1 <= 25'd0;
		add3_1_in_2 <= 25'd0;
		add3_1_in_3 <= 25'd0;
		add3_2_in_1 <= 25'd0;
		add3_2_in_2 <= 25'd0;
		add3_2_in_3 <= 25'd0;
	end else begin
		case (fsm)
			4'd0: begin
				add2_1_in_1 <= 25'd0;
				add2_1_in_2 <= 25'd0;
				add2_2_in_1 <= 25'd0;
				add2_2_in_2 <= 25'd0;
				add3_1_in_1 <= 25'd0;
				add3_1_in_2 <= 25'd0;
				add3_1_in_3 <= 25'd0;
				add3_2_in_1 <= 25'd0;
				add3_2_in_2 <= 25'd0;
				add3_2_in_3 <= 25'd0;
			end
			4'd1: begin
				add2_1_in_1 <= 25'd0;		
				add2_1_in_2 <= 25'd0;
				add2_2_in_1 <= 25'd0;		
				add2_2_in_2 <= 25'd0;
				add3_1_in_1 <= 25'd0;
				add3_1_in_2 <= 25'd0;
				add3_1_in_3 <= 25'd0;
				add3_2_in_1 <= c_ref_check ? 25'd0 : c_gi;
				add3_2_in_2 <= c_ref_check ? 25'd0 : inh_cur_buf;
				add3_2_in_3 <= c_ref_check ? 25'd0 : -(c_gi >>> 4);
			end
			4'd2: begin
				if(!c_ref_check) begin
					add2_1_in_1 <= e_exc;		 
					add2_1_in_2 <= -c_vm;
					add2_2_in_1 <= e_inh;		 
					add2_2_in_2 <= -c_vm;
					add3_1_in_1 <= c_ge;
					add3_1_in_2 <= exc_cur_buf;
					add3_1_in_3 <= -(c_ge >>> 3);
					add3_2_in_1 <= add3_2_in_1;
					add3_2_in_2 <= add3_2_in_2;
					add3_2_in_3 <= add3_2_in_3;
				end else begin
					add2_1_in_1 <= 25'd0;		 
					add2_1_in_2 <= 25'd0;
					add2_2_in_1 <= 25'd0;		 
					add2_2_in_2 <= 25'd0;
					add3_1_in_1 <= 25'd0;
					add3_1_in_2 <= 25'd0;
					add3_1_in_3 <= 25'd0;
					add3_2_in_1 <= 25'd0;
					add3_2_in_2 <= 25'd0;
					add3_2_in_3 <= 25'd0;
				end
			end
			4'd3: begin
				add2_1_in_1 <= add2_1_in_1;		
				add2_1_in_2 <= add2_1_in_2;
				add2_2_in_1 <= add2_2_in_1;		
				add2_2_in_2 <= add2_2_in_2;
				add3_1_in_1 <= add3_1_in_1;
				add3_1_in_2 <= add3_1_in_2;
				add3_1_in_3 <= add3_1_in_3;
				add3_2_in_1 <= add3_2_in_1;
				add3_2_in_2 <= add3_2_in_2;
				add3_2_in_3 <= add3_2_in_3;
			end
			4'd4: begin
				if(!c_ref_check) begin
					add2_1_in_1 <= e_rest;		 
					add2_1_in_2 <= -c_vm;
					add2_2_in_1 <= add2_2_in_1;		
					add2_2_in_2 <= add2_2_in_2;
					add3_1_in_1 <= add3_1_in_1;
					add3_1_in_2 <= add3_1_in_2;
					add3_1_in_3 <= add3_1_in_3;
					add3_2_in_1 <= add3_2_in_1;
					add3_2_in_2 <= add3_2_in_2;
					add3_2_in_3 <= add3_2_in_3;
				end else begin
					add2_1_in_1 <= 25'd0;		
					add2_1_in_2 <= 25'd0;
					add2_2_in_1 <= add2_2_in_1;		
					add2_2_in_2 <= add2_2_in_2;
					add3_1_in_1 <= add3_1_in_1;
					add3_1_in_2 <= add3_1_in_2;
					add3_1_in_3 <= add3_1_in_3;
					add3_2_in_1 <= add3_2_in_1;
					add3_2_in_2 <= add3_2_in_2;
					add3_2_in_3 <= add3_2_in_3;
				end
			end
			4'd5: begin
				add2_1_in_1 <= i_s_lern ? e_rest : 25'd0;		 
				add2_1_in_2 <= i_s_lern ? -c_vt : 25'd0;
				add2_2_in_1 <= add2_2_in_1;		
				add2_2_in_2 <= add2_2_in_2;
				add3_1_in_1 <= mult_1_out >>> 10;
				add3_1_in_2 <= mult_2_out >>> 10;
				add3_1_in_3 <= add2_1_out >>> 1;
				add3_2_in_1 <= add3_2_in_1;
				add3_2_in_2 <= add3_2_in_2;
				add3_2_in_3 <= add3_2_in_3;
			end
			4'd6: begin
				if(!c_ref_check) begin
					add2_1_in_1 <= c_vm;
					add2_1_in_2 <= add3_1_out >>> 7;
					add2_2_in_1 <= c_vt;
					add2_2_in_2 <= add2_1_out >>> 17;
					add3_1_in_1 <= add3_1_in_1;
					add3_1_in_2 <= add3_1_in_2;
					add3_1_in_3 <= add3_1_in_3;
					add3_2_in_1 <= add3_2_in_1;
					add3_2_in_2 <= add3_2_in_2;
					add3_2_in_3 <= add3_2_in_3;
				end else begin
					add2_1_in_1 <= c_vm;
					add2_1_in_2 <= 25'd0;
					add2_2_in_1 <= c_vt;
					add2_2_in_2 <= add2_1_out >>> 17;
					add3_1_in_1 <= add3_1_in_1;
					add3_1_in_2 <= add3_1_in_2;
					add3_1_in_3 <= add3_1_in_3;
					add3_2_in_1 <= add3_2_in_1;
					add3_2_in_2 <= add3_2_in_2;
					add3_2_in_3 <= add3_2_in_3;
				end
			end
			4'd7: begin
				add2_1_in_1 <= add2_1_in_1;
				add2_1_in_2 <= add2_1_in_2;
				add2_2_in_1 <= add2_2_in_1;
				add2_2_in_2 <= add2_2_in_2;
				add3_1_in_1 <= add3_1_in_1;
				add3_1_in_2 <= add3_1_in_2;
				add3_1_in_3 <= add3_1_in_3;
				add3_2_in_1 <= add3_2_in_1;
				add3_2_in_2 <= add3_2_in_2;
				add3_2_in_3 <= add3_2_in_3;
			end
			4'd8: begin
				if(fire) begin
					add2_1_in_1 <= i_s_infr ? 25'd0 : thresh_add;		 
					add2_1_in_2 <= n_vt;
					add2_2_in_1 <= add2_2_in_1;		
					add2_2_in_2 <= add2_2_in_2;
					add3_1_in_1 <= add3_1_in_1;
					add3_1_in_2 <= add3_1_in_2;
					add3_1_in_3 <= add3_1_in_3;
					add3_2_in_1 <= add3_2_in_1;
					add3_2_in_2 <= add3_2_in_2;
					add3_2_in_3 <= add3_2_in_3;
				end else begin
					add2_1_in_1 <= add2_1_in_1;		
					add2_1_in_2 <= add2_1_in_2;
					add2_2_in_1 <= add2_2_in_1;		
					add2_2_in_2 <= add2_2_in_2;
					add3_1_in_1 <= add3_1_in_1;
					add3_1_in_2 <= add3_1_in_2;
					add3_1_in_3 <= add3_1_in_3;
					add3_2_in_1 <= add3_2_in_1;
					add3_2_in_2 <= add3_2_in_2;
					add3_2_in_3 <= add3_2_in_3;
				end
			end
			default: begin
				add2_1_in_1 <= add2_1_in_1;
				add2_1_in_2 <= add2_1_in_2;
				add2_2_in_1 <= add2_2_in_1;
				add2_2_in_2 <= add2_2_in_2;
				add3_1_in_1 <= add3_1_in_1;
				add3_1_in_2 <= add3_1_in_2;
				add3_1_in_3 <= add3_1_in_3;
				add3_2_in_1 <= add3_2_in_1;
				add3_2_in_2 <= add3_2_in_2;
				add3_2_in_3 <= add3_2_in_3;
			end
		endcase
	end
end
assign add2_1_out = add2_1_in_1 + add2_1_in_2;
assign add2_2_out = add2_2_in_1 + add2_2_in_2;
assign add3_1_out = add3_1_in_1 + add3_1_in_2 + add3_1_in_3;
assign add3_2_out = add3_2_in_1 + add3_2_in_2 + add3_2_in_3;
always @(posedge clk or negedge rst_n) begin
	if(!rst_n) begin
		add_max <= 25'd0;
	end else begin
		if(fsm == 4'd2) begin
			add_max <= (inh_max < add3_2_out) ? inh_max : add3_2_out;
		end else if(fsm == 4'd8) begin
			add_max <= 25'd0;
		end else begin
			add_max <= add_max;
		end
	end
end
always @(posedge clk) begin
	mult_1_out <= mult_1_in_1 * mult_1_in_2;
	mult_2_out <= mult_2_in_1 * mult_2_in_2;
end
always @(posedge clk or negedge rst_n) begin
	if(!rst_n) begin
		mult_1_in_1 <= 25'd0;  
		mult_1_in_2 <= 18'd0; 
		mult_2_in_1 <= 25'd0; 
		mult_2_in_2 <= 18'd0; 
	end else begin
		if(fsm == 4'd3) begin
			mult_1_in_1 <= add3_1_out;  
			mult_1_in_2 <= add2_1_out >>> 7; 
			mult_2_in_1 <= add_max; 
			mult_2_in_2 <= add2_2_out >>> 7; 
		end else begin
			mult_1_in_1 <= 25'd0;  
			mult_1_in_2 <= 18'd0; 
			mult_2_in_1 <= 25'd0; 
			mult_2_in_2 <= 18'd0; 
		end
	end
end
always @(posedge clk or negedge rst_n) begin
	if(!rst_n) begin
		n_ge <= 25'd0;
		n_gi <= 25'd0;
		n_vm <= 25'd0;
		n_vt <= 25'd0;
		fire <= 1'd0;
		n_ref_check <= 1'b0;
		n_ref_count <= 4'd0;
	end else begin 
		case (fsm)
			4'd3: begin
				n_ge <= add3_1_out;
				n_gi <= add_max;
				fire <= 1'b0;
			end
			4'd5: begin
				if(c_ref_check) begin
					n_ref_count <= c_ref_count + 4'd1;
				end else begin
					n_ref_count <= c_ref_count;
				end
				n_ref_check <= c_ref_check;
			end
			4'd7: begin
				n_vm <= add2_1_out;
				n_vt <= add2_2_out;
				if(add2_1_out > add2_2_out) begin
					fire <= 1'b1;
					n_ref_check <= 1'b1;
					n_ge <= 25'd0;
					n_gi <= 25'd0;
				end
			end
			4'd9: begin
				if(fire) begin
					n_vm <= e_rest;		 
					n_vt <= add2_1_out;
				end
				if(n_ref_count == 4'd11) begin
					n_ref_check <= 1'b0;
					n_ref_count <= 4'd0;
				end
			end
		endcase
	end
end
assign ce_c 		= 		s_init || s_read || s_wrte;
assign we_c 		= 		s_init || s_wrte; 
assign ce_m 		= 		s_init || s_read || s_wrte;
assign we_m 		= 		s_init || s_wrte;
assign addr_c 		= 		neuron_idx;
assign addr_m 		= 		neuron_idx;
assign d_c 			= 		s_init ? 50'd0 : {n_ge, n_gi};
assign d_m 			= 		s_init ? {1'b0, 4'd0, e_rest, 25'd5406720} : {n_ref_check, n_ref_count, n_vm, n_vt};
assign c_ge 		= 		q_c[49:25];
assign c_gi 		= 		q_c[24:0];
assign c_vm 		= 		q_m[49:25];
assign c_vt 		= 		q_m[24:0];
assign c_ref_check 	= 		q_m[54];
assign c_ref_count 	= 		q_m[53:50];
assign o_s_init 	=	 	s_init;
assign o_spike 		= 		fire;
assign o_valid 		= 		s_done;
assign o_neuron_idx = 		neuron_idx;
endmodule
```
==> impl_metrics.env <==
# physical design summary
export IMPL_outcome="finished clean"
export IMPL_dp_final_hpwl_um=138000
export IMPL_drt_iter0_drc=2751
export IMPL_grt_max_degree=80
export IMPL_detail_route_wirelength_um=176000
export IMPL_cts_path_max_buffers=3
export IMPL_setup_total_negative_slack_ns=0
export IMPL_die_h_um=433
export IMPL_cell_area_after_technology_mapping_um2=55600
export IMPL_grt_first_pass_wirelength_um=269000
export IMPL_final_hold_violating_endpoints=0
export IMPL_ys_warnings_count=1
export IMPL_postSynth_asyncResetShare_pct=91.4
export IMPL_cell_total_in_the_yosys_stat_output=5699
export IMPL_initCoreUtil_pct=30.3
export IMPL_gp_routability_congestion=0.970
export IMPL_clock_sinks=581
export IMPL_min_delay_path_depth=0
export IMPL_leakage_nw=31.1
export IMPL_ctsResizeCount=0
export IMPL_numSynthFlops=581
export IMPL_r2r_end="mult_1_out[33]"
export IMPL_openroad_warnings=29
export IMPL_logic_area_um2=36600
export IMPL_post_synth_cell_area_avg_um2=9.76
export IMPL_enable_flop_cells=0
export IMPL_crit_arrival_ns=7.48
export IMPL_die_x_um=433
export IMPL_rr_worst_depth=21
export IMPL_power_switching_mw=2.50
export IMPL_ctsHtreeMaxLevel=3
export IMPL_chip_area_um2=187000
export IMPL_power_frac_comb_pct=31.1
export IMPL_ant_nets=0
export IMPL_power_sequential_fraction_pct=35.9
export IMPL_worst_slew_pin_slew_ns=0.985
export IMPL_postCtsSetupBuffers=0
export IMPL_cell_chain_of_the_critical_path="and2_1, fa_1, fa_1, inv_1, fa_1, fa_1, inv_1, fa_1, inv_1, fa_1, inv_1, ha_1, and4_1, nand2_1, a211oi_1, o31a_1, a41oi_1, nand2b_1, a211oi_1, o21ai_1, a221oi_1"
export IMPL_power_switching_share_pct=36.9
export IMPL_timing_critical_path_slowest_cell_delay_ns=0.81
export IMPL_fin_util_pct=34.8
export IMPL_library_cell_with_the_largest_summed_area_after_synthesis="sky130_fd_sc_hd__fa_1"
export IMPL_max_slew_margin_rel_pct=33.8
export IMPL_detailedRoute_firstPassIterationCount=8
export IMPL_pwr_cell_area_nw_per_um2=106
export IMPL_boundaryPins=288
export IMPL_drt_vias_per_instance=4.86
export IMPL_reg2reg_from="mult_1_in_2[2]"
export IMPL_timing_clock_skew_ns=0.0311
export IMPL_netlist_area_leader_share_pct=28.1
export IMPL_worstHoldStart="c_state[4]"
export IMPL_timing_critical_path_from_type="register"
export IMPL_total_power_mw=6.78
export IMPL_lay_top_count="sky130_fd_sc_hd__inv_1"
export IMPL_r2r_setup_slack_ns=5.30
export IMPL_cpMostUsedCell="sky130_fd_sc_hd__fa_1"
export IMPL_root_buffer="sky130_fd_sc_hd__clkbuf_16"
export IMPL_f_max_mhz=145
export IMPL_design_core_area_um2=184000
export IMPL_crit_path_top_delay_cell="sky130_fd_sc_hd__dfrtp_1"
export IMPL_placement_cell_area_um2=61400
export IMPL_fin_hold_ws_ns=0.461
export IMPL_vias_in_the_first_global_route=42600
export IMPL_report_final_setup_viol=0
export IMPL_cts_tree="done"
export IMPL_irDropWorstVdd_mv=0.116
export IMPL_layout_drive_gt1_share_pct=5.57
export IMPL_timing_hold_worst_endpoint="c_state[1]"
export IMPL_yosys_stat_chipArea_um2=55600
export IMPL_synthDistinctLibCells=89
export IMPL_grt_overflow_total=0
export IMPL_dominantRegCellSynth="sky130_fd_sc_hd__dfrtp_1"
export IMPL_clkLatencyLatePin_ns=0.69
export IMPL_vias=40900
export IMPL_crit_required_ns=12.78
export IMPL_cts_clk_slew_worst_paths_ns=0.06
export IMPL_synth_cells=5699
export IMPL_timing_hold_worst_class="reg -> reg"
export IMPL_numCtsBuffers=70
export IMPL_max_cap_viols=0
export IMPL_post_drt_wl_per_cell_um=20.9
export IMPL_min_period_over_period_pct=56.6
export IMPL_grtUsageTotal_pct=20.1
export IMPL_layout_area_seq_um2=14300
export IMPL_yosysSeqAreaShare_pct=25.7
export IMPL_area_growth_syn_to_layout_pct=14.7
export IMPL_report_final_slew_viol_count=0
export IMPL_hold_fix_buffer_count_after_cts=0
export IMPL_post_route_drc_violation_count=0
export IMPL_final_layout_top_logic_cells="989 x sky130_fd_sc_hd__inv_1, 782 x sky130_fd_sc_hd__fa_1, 594 x sky130_fd_sc_hd__nand2_1"
export IMPL_final_fill_count=18200
export IMPL_finalWorstPathRequiredPeriod_ns=6.90
export IMPL_timing_critical_path_to_type="register"
export IMPL_intPower_mw=4.28
export IMPL_placement_io_buffers=287
export IMPL_number_of_antenna_violations_at_the_first_check_in_global_routing=25
export IMPL_crit_path_max_fanout=25
export IMPL_area_leaders="sky130_fd_sc_hd__fa_1 28%, sky130_fd_sc_hd__dfrtp_1 24%, sky130_fd_sc_hd__ha_1 7.1%"
export IMPL_rows=157
export IMPL_clockPowerShare_pct=33.0
export IMPL_critical_path_class="reg -> reg"
export IMPL_rsz0062_at_grt="false"
export IMPL_finish_instance_area_um2=63800
-- power by group through the flow --
| stage | sequential [mW] | clock (mW) | combinational (mW) |
|---|---|---|---|
| 4_1_cts | 2.44 | 2.29 | 2.10 |
| 5_1_grt | 2.47 | 2.36 | 2.31 |
| 6_report | 2.43 | 2.24 | 2.11 |
-- layout make-up --
| class | count | area share, % |
|---|---|---|
| diodes | 10 | 0.0392 |
| clock buffers | 99 | 3.15 |
| clock inverters | 30 | 0.659 |
| inverters | 989 | 5.82 |
| multi-input cells | 3856 | 57.4 |
| flip-flops and latches | 581 | 22.4 |
| well taps | 2464 | 4.83 |
| repair buffers | 390 | 5.71 |
-- cell usage after synthesis (all sizes together), types with 96 or more instances --
| cell type | instances |
|---|---|
| and2 | 382 |
| dfrtp | 530 |
| clkbuf | 248 |
| xor2 | 96 |
| a21o | 111 |
| nand2 | 598 |
| nor2 | 220 |
| ha | 317 |
| fa | 782 |
| xnor2 | 148 |
| a21oi | 118 |
| a22o | 120 |
| nor2b | 121 |
| o21ai | 168 |
| inv | 989 |
-- worst max path at each step --
stage	from	endpoint	slack [ns]
global route	mult_1_in_2[2]	mult_1_out[33]	4.72
CTS	mult_1_in_2[2]	mult_1_out[33]	5.24
finish	mult_1_in_2[2]	mult_1_out[33]	5.30
-- critical path: cells and delay by family (launching register included) --
kind                       cells  cell delay [ns]
AOI/OAI and AO/OA              6             1.77
adders and majority gates      7             3.27
buffers and inverters          4             0.20
DFF                            1             0.81
and+or+nand+nor                4             0.75
-- metrics by stage --
stage / setup WS [ns] / cells
final: 5.30 / 8419
after global routing: 4.72 / 8414
after CTS: 5.24 / 8409
after detailed placement: 5.25 / 8280
after global placement: 5.32 / 8280
after floorplan: 6.01 / 5699
-- cell families after synthesis --
family | share of synthesized area (%)
AND/OR/NAND/NOR | 14.6
buffers and inverters | 8.61
adder cells (fa/ha/maj) | 35.3
AND-OR/OR-AND | 11.0
flip-flops | 25.7
XOR/XNOR | 3.84
multiplexers | 1.07
-- per-layer routing --
| layer | track usage (%) | vias to the layer above | routed length, um |
|---|---|---|---|
| li1 | - | 18600 | - |
| met1 | 26.3 | 20700 | 69200 |
| met2 | 31.1 | 1373 | 82200 |
| met3 | 6.07 | 279 | 14200 |
| met4 | 9.11 | 12 | 10200 |
| met5 | 0.546 | - | 175 |
No activity file was given, so power comes from the tool's default toggle rates.
